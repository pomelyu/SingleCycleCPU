[./config.mk]
export PLATFORM = sky130hd
export DESIGN_NAME = ALU
export DESIGN_NICKNAME = ALU
export VERILOG_FILES = /design/flow/design.v
export SDC_FILE = /design/flow/constraint.sdc
export NUM_CORES = 4
export LEC_CHECK = 1
export CORE_UTILIZATION = 40
[./design.v]
module ALU
(
    data1_i,
    data2_i,
    ALUCtrl_i,
    data_o,
    Zero_o
);
input       [31:0]    data1_i, data2_i;
input       [2:0]     ALUCtrl_i;
output  reg [31:0]    data_o;
output  reg           Zero_o;
always@(ALUCtrl_i or data1_i or data2_i) begin
  case(ALUCtrl_i)
    3'b000 : data_o = data1_i & data2_i;
    3'b001 : data_o = data1_i | data2_i;
    3'b010 : data_o = data1_i + data2_i;
    3'b110 : data_o = data1_i - data2_i;
    3'b111 : data_o = (data1_i - data2_i < 0)? 1:0;
    3'b011 : data_o = data1_i * data2_i;
  endcase
  if (data_o == 0)
    Zero_o = 1'b1;
  else
    Zero_o = 1'b0; 
end
endmodule
[./run.sh]
#!/bin/bash
# OpenROAD 26Q1-2900-gdf79404cd8, Yosys 0.63+post, stock flow scripts
make -C /OpenROAD-flow-scripts/flow DESIGN_CONFIG=/design/flow/config.mk WORK_HOME=/design/flow/orfs finish
[./constraint.sdc]
current_design ALU

set clk_period 26.3
set clk_io_pct 0.2

create_clock -name clk0 -period $clk_period

set non_clock_inputs [all_inputs -no_clocks]
set_input_delay [expr $clk_period * $clk_io_pct] -clock clk0 $non_clock_inputs
set_output_delay [expr $clk_period * $clk_io_pct] -clock clk0 [all_outputs]
==> results.txt <==
The flow completed. The run finished with clean final reports. Arrival time of the worst setup path landed at 14.29 ns. The highest clock rate this design can be run at is 0.0512 GHz. Total setup buffers inserted after CTS landed at 0. Initial core utilization landed at 40.8%. Number of iterations in the first detailed-routing pass landed at 5. After floorplanning, the core was divided into 81 placement rows. In the global route stage, met2 resource usage came out at 39.5%. Post-cts hold buffer count landed at 0. In this run the tool buffered the top-level ports with 100 buffer cells. The internal power of the cells totals 2290 uW. The report lists the power per cell area as 243 nW/um2. Across all setup checks in the final design, the least slack found is 6.75 ns. Count of unclocked register or latch pins landed at 32. The initial antenna violation count came to 2. Number of synthesized flops with an enable pin landed at 0.

Number of maximum-capacitance violations landed at 0. Worst setup slack after placement landed at 6.76 ns. The biggest area contributor in the post-synthesis netlist is fa_1. Half-perimeter wire length after placement landed at 46.4 mm.

Total of cells resized after clock tree synthesis landed at 0. Static power due to leakage landed at 0.0103 uW. STA classifies the critical path endpoint as a primary output. The final critical path takes up 74.3% of the cycle. Net switching power landed at 3020 uW.

By area the synthesized netlist is led by fa_1 41%, and2_1 9.9%, ha_1 9.8%. The routed design could run at a clock period as short as 19.55 ns. The end-of-flow timing check tallies setup violations at 0.

Count of non-filler cells in the finished layout landed at 3,042. The most critical hold endpoint after final layout shows a slack of 11.98 ns. In the post-synthesis netlist, the cell with the most instances is fa_1. For this block, the via count after detailed routing is 16,200. Placer's final routability congestion estimate landed at 0.971. DRC marker count from the first detailed-route iteration landed at 1,051. Distinct cell type count of the synthesized netlist landed at 91. Total global-route track usage over all layers is 27.0%. Fraction of synthesis flops using an asynchronous set or reset pin landed at 0%. TritonRoute reported its final design rule violation total as 0. The synth_stat.txt file lists the number of cells as 2,361. For the pin with the worst max-slew slack, the measured transition is 0.819 ns.

Cell count after placement landed at 3,040. Between the synthesized netlist and the finished layout, the area growth was recorded as 8.64%. Wires add up to 61.1 mm.

Counting instances in the post-synthesis netlist gives the leading cell types as 409 x fa_1, 398 x inv_1, 319 x and2_1. Fraction of power spent switching nets landed at 56.9%. Instance count of the mapped netlist landed at 2,361. In this run the standard cell core region covers 49,300 um2. Netlist area before placement landed at 20,100 um2. Remaining global-route overflow landed at 0.

64 endpoints have no timing constraint. For this sky-water flow run, the detailed-routed wirelength per cell is reported as 20.1 um.

Peak ir drop on the vdd network landed at 0.000581 V. After detailed routing, the number of vias per cell comes to 5.31. X dimension of the die landed at 226 um. The worst hold path belongs to the class in -> out. Hold violation total from the final report landed at 0. Number of I/O pins landed at 100.

Number of routed nets with antenna violations landed at 0. Worst path required time landed at 21.04 ns. First-pass GRT wire length landed at 98.8 mm. The critical path is of the in -> out type. Counting the fill cells in the layout gives 4,788. Global routing put the most usage on met2. Global routing used 39.3% of the available met1 tracks.

Per the OpenROAD floorplan log, the area of the die is 51,100 um2. Worst-case headroom to the max-slew limit landed at 45.3%. Number of global-route vias before repair landed at 17,400. Area share of the largest cell type after synthesis landed at 40.8%. Met3 track demand over resource in global routing landed at 9.51%.

Peak fanout along the critical path landed at 16. Flip-flop count of the largest register after layout landed at 32. Entering global routing, the biggest net connects 44 pins. Warnings raised by the tools during the run amount to 34. Count of final max-slew check failures landed at 0.

Synthesis warning total landed at 1. Per-instance average area after synthesis landed at 8.51 um2. Setup TNS landed at 0 ns. Die span in y landed at 226 um. Per the synth stats, the flop cell with the highest instance count is dlxtn_1.

Fraction of layout instances using a drive strength above 1 landed at 3.62%. Number of synthesized register bits landed at 32. STA classifies the critical path startpoint as an input port.

According to the Yosys statistics, the synthesized design has a chip area of 20,100 um2. Setup repair after global routing left no endpoint under its margin.
## stage by stage
stage / total power (uW) / instance area, um2 / utilization, %
4_1_cts: 5340 / 21800 / 44.3
6_report: 5310 / 21800 / 44.3
3_5_place_dp: 5280 / 21800 / 44.3
2_1_floorplan: 3950 / 20100 / -
5_1_grt: 5990 / 21800 / 44.3
3_3_place_gp: 5290 / 21800 / 44.3
## power by group through the flow
stage    Combinational, uW   Clock, uW  Sequential [uW]
4_1_cts               5290           0             43.5
5_1_grt               5940  0.00000509             45.1
## cell families after synthesis
| kind of cell | Yosys count | synth area share, % |
|---|---|---|
| simple gates | 790 | 20.5 |
| mux | 12 | 0.604 |
| compound gates | 281 | 9.58 |
| latches | 32 | 2.39 |
| buf+inv | 542 | 10.2 |
| fa+ha+maj | 582 | 51.3 |
| xor+xnor | 122 | 5.39 |
## per-layer routing
metal	vias up	share of wire (%)
li1	7376	-
met1	7903	42
met2	778	43
met3	104	11
met4	0	3.7
met5	-	0
## layout by cell type, fill, tap and decap left out, drive strengths merged, types with 19 or more instances in the layout
| cell | n |
|---|---|
| fa | 409 |
| inv | 398 |
| and2 | 319 |
| nand2 | 272 |
| ha | 157 |
| clkdlybuf4s50 | 100 |
| xnor2 | 77 |
| a21oi | 73 |
| nor2 | 69 |
| buf | 59 |
| o21ai | 55 |
| xor2 | 44 |
| dlxtn | 32 |
| nor3 | 21 |
| a21o | 19 |
## path summary, 6_finish.rpt
kind	start	endpoint	depth (start not counted)	slack, ns
worst max-delay path	data1_i[18]	Zero_o	25	6.75
worst min-delay path	data1_i[29]	Zero_o	6	11.98
## area by class of cell
class	count	area [um2]	area share [%]
multi-input combinational	1787	17600	80.5
inverter	398	1490	6.84
timing repair buffer	159	1440	6.62
tap	664	831	3.81
sequential	32	480	2.20
antenna	2	5.00	0.0229
## worst max-delay path: stages
cell	delay [ns]
clkdlybuf4s50_1	0.80
and2_1	0.39
fa_1	0.56
fa_1	0.44
fa_1	0.51
inv_1	0.05
fa_1	0.47
inv_1	0.05
fa_1	0.48
fa_1	0.56
fa_1	0.44
fa_1	0.46
ha_1	0.38
a21oi_1	0.24
inv_1	0.09
a2111oi_2	0.42
a2111oi_0	0.17
a211oi_1	0.55
o211ai_1	0.20
or3_1	0.45
nor4_4	0.13
nand3_1	0.10
or4_1	0.42
nor4_2	0.14
clkdlybuf4s50_1	0.51
No activity file was given, so power comes from the tool's default toggle rates.
