===== /design/flow/run.sh =====
#!/bin/bash
# OpenROAD 26Q1-2900-gdf79404cd8, Yosys 0.63+post, stock flow scripts
make -C /OpenROAD-flow-scripts/flow DESIGN_CONFIG=/design/flow/config.mk WORK_HOME=/design/flow/orfs finish

===== /design/flow/config.mk =====
export PLATFORM = sky130hd
export DESIGN_NAME = MUX32
export DESIGN_NICKNAME = MUX32
export VERILOG_FILES = /design/flow/design.v
export SDC_FILE = /design/flow/constraint.sdc
export NUM_CORES = 4
export LEC_CHECK = 1
export CORE_AREA = 10 10 71 71
export DIE_AREA = 0 0 81 81

===== /design/flow/constraint.sdc =====
current_design MUX32

set clk_period 1.0
set clk_io_pct 0.2

create_clock -name clk0 -period $clk_period

set non_clock_inputs [all_inputs -no_clocks]
set_input_delay [expr $clk_period * $clk_io_pct] -clock clk0 $non_clock_inputs
set_output_delay [expr $clk_period * $clk_io_pct] -clock clk0 [all_outputs]

===== /design/flow/design.v =====
module MUX32
(
    data1_i,
    data2_i,
    select_i,
    data_o
);
input   [31:0]    data1_i, data2_i;
input             select_i;
output  [31:0]    data_o;
assign data_o = (select_i == 0)? data1_i : data2_i;
endmodule

==> flow_summary.json <==
{
  "status": "finished, violations left",
  "violations_in_the_final_reports": "setup timing",
  "n_fill_cell": 357,
  "achievable-frequency_ghz": 0.848,
  "yosys.area_share.simple": 0,
  "core_um2": 3630,
  "detail_routed_via_count_per_cell": 3.82,
  "layout.clock_buffers": 0,
  "antenna_violating_nets_post_route": 0,
  "yosys.area_share.xor_xnor": 0,
  "final-setup-viol-count": 32,
  "setup.worst_path.class": "in2out",
  "timing.final.crit_share": 1.18,
  "stage_log_warnings": 34,
  "num_io_pins": 97,
  "timing.max_cap.violations": 0,
  "relSlewSlack": 0.942,
  "place_congestion": 0.832,
  "synth.lib_cells_used.distinct": 4,
  "cpMaxStageDelayCell": "sky130_fd_sc_hd__mux2_4",
  "cp_top_family": "buffers and inverters",
  "critical_path.max_stage_delay_ns": 0.29,
  "avgSynthCellArea_um2": 15.1,
  "required_time_of_the_worst_setup_path_ns": 0.80,
  "final_period_minus_worst_setup_slack_ns": 1.18,
  "detail_route.wirelength_um": 2880,
  "static-leakage-power_uw": 0.000872,
  "number_of_antenna_violations_at_the_first_check_in_global_routing": 0,
  "drt_iter0_markers": 3,
  "fp-utilization": 0.150,
  "wire_length_of_the_first_global_routing_pass_um": 4140,
  "count_of_warnings_emitted_by_yosys": 0,
  "dr.pass1.iters": 2,
  "worstPathArrival_ns": 0.98,
  "die.size.y_um": 81,
  "die-width_um": 81,
  "drt_drc_violations_left": 0,
  "comb_area_um2": 477,
  "antenna-diode-count": 0,
  "synthMuxAreaShare": 0.869,
  "number_of_max_slew_violations_in_the_final_report": 0,
  "yosys-dominant-comb-family": "multiplexers",
  "final_sum_of_negative_setup_slack_ns": -3.30,
  "wl_per_cell_um": 15.4,
  "vias": 715,
  "gr-usage-all-layers": 0.0779,
  "synth.cell_area_um2": 544,
  "start_kind": "input port",
  "post_synth_fa_ha_maj_area_fraction": 0,
  "final_worst_setup_slack_ns": -0.179,
  "crit_top_cell": "sky130_fd_sc_hd__buf_12",
  "rsz0062_at_grt": "true",
  "n_sequential_cell": 0,
  "ys_area_um2": 544,
  "critical_path_fanout_max": 6,
  "post-dp-hpwl_um": 2500,
  "overflow": 0,
  "dieArea_um2": 6560,
  "total_power_density_per_cell_area_nw_per_um2": 392,
  "path_cells": "buf_12 -> buf_12 -> buf_12 -> mux2_4 -> buf_6",
  "number_of_global_route_vias_before_repair": 764,
  "area_growth_pct": 192,
  "yosys_cells": 36,
  "slew_at_the_pin_with_the_worst_max_slew_slack_ns": 0.0870,
  "synthAoiAreaFrac": 0,
  "grt_start_max_net_pins": 11,
  "synth.yosys.seq_area_share": 0,
  "cp-end-kind": "output pin",
  "finalHoldViolCount": 0,
  "cp_num_buf_inv": 4,
  "vdd_ir_drop_max_uv": 169,
  "row_count": 22,
  "layout.area.seq_um2": 0,
  "total_power_uw": 624,
  "synthCells": 36,
  "dp_slack_ns": -0.512,
  "placement.io_buffers": 97,
  "final_layout_size_suffix_gt1_frac": 0.540,
  "hold_buffers": 0,
  "hold_path_class": "in2out"
}
## worst paths after layout
path / cells past startpoint / startpoint / slack (ns) / end
worst max-delay path: 5 / select_i / -0.18 / data_o[4]
worst min-delay path: 3 / data2_i[29] / 0.69 / data_o[29]
## layout by cell type (no fill, tap or decap)
cell,n
sky130_fd_sc_hd__dlygate4sd2_1,51
sky130_fd_sc_hd__buf_16,2
sky130_fd_sc_hd__mux2_2,1
sky130_fd_sc_hd__dlymetal6s2s_1,4
sky130_fd_sc_hd__buf_6,23
sky130_fd_sc_hd__buf_12,4
sky130_fd_sc_hd__buf_4,1
sky130_fd_sc_hd__clkdlybuf4s50_1,9
sky130_fd_sc_hd__buf_2,13
sky130_fd_sc_hd__mux2_4,31
## metrics by stage
stage               hold slack [ns]  cells  area [um^2]  utilization
CTS                           0.751    186         1540        0.423
global route                  0.717    187         1590        0.438
detailed placement             1.19    179         1540        0.424
global placement               1.17    179         1540        0.424
floorplan                     0.498     36          544            -
finish                        0.691    187         1590        0.438
## area by class of cell
cell class                 instances  share of cell area
multi-input combinational         32               0.300
timing repair buffer             107               0.662
tap                               48              0.0378
## worst min-delay path, cell delays in order
cell and delay (ns):
sky130_fd_sc_hd__dlymetal6s2s_1 0.08, sky130_fd_sc_hd__mux2_4 0.13, sky130_fd_sc_hd__buf_2 0.08
## per-layer routing
metal,GRT usage,part of all wire
met3,0.0278,0.12
met4,0,0
met5,0,0
met2,0.143,0.50
met1,0.0903,0.37
## timing repair
item,CTS,global route
resized,171,10
setup buffers,5,1
endpoints found under the hold margin,0,0
endpoints found under the setup margin,32,32
gates cloned,2,0
## synth_stat cells, drive strengths merged
| library cell | n | area, um^2 |
|---|---|---|
| mux2 | 32 | 473 |
| buf | 4 | 71.3 |
## cell families after synthesis
kind of cell	Yosys count
muxes	32
buffers and inverters	4
## power by group
group	leakage [uW]	total, uW	switching [uW]	internal, uW
clock network	0	0	0	0
registers	0	0	0	0
logic	0.000872	624	137	487
total	0.000872	624	137	487
Power and IR drop assume default switching activity.
